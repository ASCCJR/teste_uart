--- flow/design.v ---
module top (
    input wire clk,        
    input wire uart_rx,    
    output wire led_out    
);
    wire [7:0] received_data;  
    wire       data_ready;     
    reg led_state = 0;
    uart_rx uart_receiver (
        .clk(clk),                
        .rx_in(uart_rx),          
        .rx_data(received_data),  
        .rx_ready(data_ready)     
    );
    always @(posedge clk) begin
        if (data_ready) begin
            if (received_data == "1") begin  
                led_state <= 1;  
            end else if (received_data == "0") begin  
                led_state <= 0;  
            end
        end
    end
    assign led_out = led_state;
endmodule
module uart_rx #(
    parameter CLK_FREQ = 25_000_000,  
    parameter BAUD_RATE = 9600       
)(
    input wire clk,        
    input wire rx_in,      
    output reg [7:0] rx_data,  
    output reg rx_ready     
);
    localparam DIVISOR = CLK_FREQ / BAUD_RATE;
    reg [1:0] state = 0;        
    reg [3:0] bit_count = 0;    
    reg [15:0] clk_count = 0;   
    reg [7:0] data_reg = 0;     
    always @(posedge clk) begin
        rx_ready <= 0;
        case(state)
            0: begin 
                if (rx_in == 0) begin
                    clk_count <= 0;  
                    state <= 1;      
                end
            end
            1: begin 
                if (clk_count == DIVISOR/2) begin
                    clk_count <= 0;  
                    bit_count <= 0;  
                    state <= 2;      
                end else begin
                    clk_count <= clk_count + 1;  
                end
            end
            2: begin 
                if (clk_count == DIVISOR - 1) begin
                    clk_count <= 0;  
                    data_reg[bit_count] <= rx_in;
                    if (bit_count == 7) begin
                        state <= 3;  
                    end else begin
                        bit_count <= bit_count + 1;  
                    end
                end else begin
                    clk_count <= clk_count + 1;  
                end
            end
            3: begin 
                if (clk_count == DIVISOR - 1) begin
                    rx_data <= data_reg;
                    rx_ready <= 1; 
                    state <= 0; 
                end else begin
                    clk_count <= clk_count + 1;  
                end
            end
        endcase
    end
endmodule
--- flow/run.sh ---
#!/bin/bash
# OpenROAD 26Q1-2900-gdf79404cd8, Yosys 0.63+post, stock flow scripts
make -C /OpenROAD-flow-scripts/flow DESIGN_CONFIG=/design/flow/config.mk WORK_HOME=/design/flow/orfs finish
--- flow/config.mk ---
export PLATFORM = sky130hd
export DESIGN_NAME = top
export DESIGN_NICKNAME = top
export VERILOG_FILES = /design/flow/design.v
export SDC_FILE = /design/flow/constraint.sdc
export NUM_CORES = 4
export LEC_CHECK = 1
export CORE_UTILIZATION = 50
--- flow/constraint.sdc ---
current_design top

set clk_period 3.1
set clk_io_pct 0.2

create_clock -name clk0 -period $clk_period [get_ports {clk}]

set non_clock_inputs [all_inputs -no_clocks]
set_input_delay [expr $clk_period * $clk_io_pct] -clock clk0 $non_clock_inputs
set_output_delay [expr $clk_period * $clk_io_pct] -clock clk0 [all_outputs]
==> impl_metrics.toml <==
# implementation run metrics
[die]
die_w_um = 69.3
die_area_mm2 = 0.00481
io_pins = 3
rows = 24
design.core.area_mm2 = 0.00435
die_h_um = 69.3
floorplan.core_util_pct = 52.0

[layout]
area.combinational_um2 = 991
syn2layout_area_growth_pct = 6.79
regArea_mm2 = 0.00119
nFillCells = 338
largest_reg_flops = 16
drive_gt1_share_pct = 13.3

[synth]
netlist.top_cell.by_area = "edfxtp_1"
synth_top_area_share_pct = 51.7
synth_cell_types = 45
yosys-top-cells-count = "39 x edfxtp_1, 20 x nor2_1, 17 x nand2_1"
yosys_most_used_dff = "edfxtp_1"
async_flop_share_pct = 0
yosysWarnings = 2
edf_count = 39
avgSynthCellArea_um2 = 12.0
ys_chip_area_mm2 = 0.00227
syn_inst = 189
yosys-top-cells-area = "edfxtp_1 52%, ha_1 6.1%, nor2_1 3.3%"
synth_seq_share_pct = 52.6
ys_ff = 40
synth_area_mm2 = 0.00227
ys_cells = 189
top_cell = "edfxtp_1"

[clocking]
holdBufCountCts = 0
clock_latency_ns = 0.29
clock_sinks = 40
cts.htree.levels = 2
cts_resized = 0
path_clk_slew_ns = 0.08
numCtsBuffers = 5
cts_tree = "done"
root_buffer = "clkbuf_8"
cts_setup_buffers = 0
cts.path.max_buffers = 2

[grt]
use_met1_pct = 33.0
antenna_found_initial = 0
top_usage_layer = "met1"
grt_pass1_wl_mm = 6.40
met2_usage_pct = 22.0
grt_max_degree = 17
grtUsageTotal_pct = 17.4
grt_pass1_vias = 1350
grt_overflow = 0
met3_usage_pct = 4.87

[critical_path]
criticalPathCategory = "flip-flop to flip-flop"
critPathCaptureType = "flip-flop"
cp_max_fo = 13
cp_data_required_time_ns = 3.14
crit_path_start_kind = "flip-flop"
cp.arrival_ns = 2.33

[timing]
finalSetupViolations = 0
slew_violations = 0
rsz0062_at_grt = "no"
timing.setup.tns_ns = 0
fmax_mhz = 436
slew_headroom_pct = 52.3
finalCritPeriodShare_pct = 73.9
tightest_slew_ns = 0.715
final_hold_viol_count = 0
setup_ws_ns = 0.809
finClkSkew_ns = 0.00538
layout_min_cycle_time_ns = 2.29

[detailed_routing]
drtIter0Drc = 111
vias = 1416
routed_via_density = 5.73
wl_per_cell_um = 14.8
postRouteAntennaNets = 0
drcViolationCount = 0
diodes = 0
drt-total-wl_mm = 3.65
firstDrtPassIters = 4

[place]
numPortBuffers = 2
finalWeightedCongestion = 0.792
pre_cts_slack_ns = 0.864
dp_hpwl_mm = 2.55

[pwr]
powerDensity_mw_per_mm2 = 926
switching_share_pct = 38.5
p_sw_uw = 862
p_leak_uw = 0.000821
p_comb_share_pct = 33.2
p_seq_share_pct = 48.2
power_frac_clock_pct = 18.6
internal_power_uw = 1380
peakVddDrop_v = 0.000535

[outcome]
status = "completed"

[run]
cap_violations = 0
warning_count = 33

[hold_path]
hp-class = "flip-flop to flip-flop"
logic make-up (layout without fill, tap and decap cells):
logic type	Yosys count	count (layout)	share of synthesized area, %
AND/OR/NAND/NOR	83	83	21.3
flip-flops	40	40	52.6
AND-OR/OR-AND	28	28	11.2
buffers and inverters	14	20	3.70
adder cells (fa/ha/maj)	11	11	6.07
XOR/XNOR	11	11	4.25
multiplexers	2	2	0.994
stage by stage:
stage	hold WS [ns]	std cells	total power, µW	utilization [%]	area [µm²]
3_5_place_dp	0.450	239	1820	53.0	2310
2_1_floorplan	0.419	189	1670	-	2270
3_3_place_gp	0.438	239	1800	53.0	2310
6_report	0.469	247	2240	55.6	2420
4_1_cts	0.466	247	2240	55.6	2420
5_1_grt	0.477	247	2410	55.6	2420
placed cells by master (no fill, tap or decap), drive strengths merged, types with 5 or more instances in the layout:
master  count
a21oi       6
and2        7
clkbuf      5
edfxtp     39
ha         11
inv         9
nand2      17
nand3      10
nor2       20
xnor2       5
xor2        6
path summary, 6_finish.rpt:
path | startpoint | to | slack, ns | cells after the start
setup / recovery | uart_receiver.bit_count[0] | uart_receiver.data_reg[4] | 0.81 | 5
hold / removal | uart_receiver.data_reg[4] | uart_receiver.rx_data[4] | 0.47 | 0
setup reg to reg | uart_receiver.bit_count[0] | uart_receiver.data_reg[4] | 0.81 | 5
hold reg to reg | uart_receiver.data_reg[4] | uart_receiver.rx_data[4] | 0.47 | 0
power groups by stage:
| stage | sequential (µW) | clock, µW | combinational, µW |
|---|---|---|---|
| after CTS | 1070 | 429 | 745 |
| after global routing | 1110 | 454 | 849 |
| final | 1080 | 417 | 744 |
worst max-delay path, cell delays in order, from the launching register on:
cell and delay, ns:
edfxtp_1 0.62, inv_1 0.13, ha_1 0.30, o41ai_4 0.53
nand2_1 0.13, mux2_1 0.32
layer usage:
metal	vias up	part of all wire, %
met5	-	0
met4	0	1.3
met3	6	4.2
met2	22	40
met1	677	55
li1	711	-
cell type report:
cell class                      instances  area share (%)
Inverter                                9            1.40
Clock buffer                            5            2.84
Sequential cell                        40            49.2
Tap cell                               52            2.69
Timing Repair Buffer                    3            1.14
Multi-Input combinational cell        135            41.0
Clock inverter                          3            1.76
Power is estimated from default activity; no workload was simulated.
